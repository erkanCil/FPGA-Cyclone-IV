$ cat ./design.v
module seriHaberlesme(saatDarbesi,sifirlama,gelenVeri,gidenVeri,etkin,display,girisButon,dusukBit);
input					saatDarbesi,sifirlama;
input					gelenVeri;
input					girisButon;
output[7:0]				etkin;
output[7:0]				display;
output					gidenVeri;
output					dusukBit;
parameter 
	baudBolmeSabiti=16'h145, 	 
	durum0=8'h30,					 
	durum1=8'h31,					 
	durum2=8'h32,					 
	durum3=8'h33,					 
	durum4=8'h34,					 
	durum5=8'h35,					 
	durum6=8'h36,					 
	durum7=8'h37,					 
	durum8=8'h38,					 
	durum9=8'h39,					 
	durumA=8'h41,					 
	durumB=8'h42,					 
	durumC=8'h43,					 
	durumD=8'h44,					 
	durumE=8'h45,					 
	durumF=8'h46;					 
reg[15:0]				bolmeKaydedici;
reg[2:0]					bol8gideniKaydedici;
reg[2:0]					bol8gelenKaydedici;
reg[3:0]					gidenDurumu;
reg[3:0]					gelenDurumu;
reg[7:0]					etkin;
reg[7:0]					gelenVeriTampon;
reg[7:0]					gidenVeriTampon;
reg[4:0]					gondermeDurumu;
reg[19:0]				beklemeSayaci;
reg[7:0]					display;
reg						gidenBaudSaatDarbesi;
reg						gelenBaudSaatDarbesi;
reg						baudx8SaatDarbesi;
reg						gelenBasla;
reg						gelenBaslaGecici;
reg						gidenBasla;
reg						gelenVeriKaydedici1;
reg						gelenVeriKaydedici2;
reg						gidenVeriKaydedici;
reg						beklemeSayaciBasla;
reg						butonGiris1,butonGiris2;
assign gidenVeri=gidenVeriKaydedici;
assign dusukBit=0;
always@(posedge saatDarbesi)
begin
	if(!sifirlama) 
	begin 
		beklemeSayaci<=0;
		beklemeSayaciBasla<=0;
	 end
	else if(beklemeSayaciBasla) 
	begin
		if(beklemeSayaci!=20'd800000) 
		begin
			beklemeSayaci<=beklemeSayaci+1;
		 end
		else begin
			beklemeSayaci<=0;
			beklemeSayaciBasla<=0;
		 end
	 end
	else begin
		if(!girisButon&&beklemeSayaci==0)
				beklemeSayaciBasla<=1;
	 end
end
always@(posedge saatDarbesi)
begin
	if(!sifirlama) 
		butonGiris1<=0;
	else begin
		if(butonGiris2)
			butonGiris1<=0;
		else if(beklemeSayaci==20'd800000) 
		begin
			if(!girisButon)
				butonGiris1<=1;
		 end
	 end
end
always@(posedge saatDarbesi )
begin
	if(!sifirlama)
		bolmeKaydedici<=0;
	else begin
		if(bolmeKaydedici==baudBolmeSabiti-1)
			bolmeKaydedici<=0;
		else
			bolmeKaydedici<=bolmeKaydedici+1;
	 end
end
always@(posedge saatDarbesi)
begin
	if(!sifirlama)
		baudx8SaatDarbesi<=0;
	else if(bolmeKaydedici==baudBolmeSabiti-1)
		baudx8SaatDarbesi<=~baudx8SaatDarbesi;
end
always@(posedge baudx8SaatDarbesi or negedge sifirlama)
begin
	if(!sifirlama)
		bol8gelenKaydedici<=0;
	else if(gelenBasla)
		bol8gelenKaydedici<=bol8gelenKaydedici+1;
end
always@(posedge baudx8SaatDarbesi or negedge sifirlama)
begin
	if(!sifirlama)
		bol8gideniKaydedici<=0;
	else if(gidenBasla)
		bol8gideniKaydedici<=bol8gideniKaydedici+1;
end
always@(bol8gelenKaydedici)
begin
	if(bol8gelenKaydedici==7)
		gelenBaudSaatDarbesi=1;
	else
		gelenBaudSaatDarbesi=0;
end
always@(bol8gideniKaydedici)
begin
	if(bol8gideniKaydedici==7)
		gidenBaudSaatDarbesi=1;
	else
		gidenBaudSaatDarbesi=0;
end
always@(posedge baudx8SaatDarbesi or negedge sifirlama)
begin
	if(!sifirlama) begin
		gidenVeriKaydedici<=1;
		gidenBasla<=0;
		gidenVeriTampon<=0;
		gidenDurumu<=0;
		gondermeDurumu<=0;
		butonGiris2<=0;
	 end
	else begin
		if(!butonGiris2) 
		begin
			if(butonGiris1) 
			begin
				butonGiris2<=1;
			 end
		 end
		else  begin
			case(gidenDurumu)
				4'b0000: begin   
					if(!gidenBasla&&gondermeDurumu<16) 
						gidenBasla<=1;
					else if(gondermeDurumu<16) 
					begin
						if(gidenBaudSaatDarbesi) 
						begin
							gidenVeriKaydedici<=0;
							gidenDurumu<=gidenDurumu+1;
						 end
					 end
					else begin
						butonGiris2<=0;
						gidenDurumu<=0;
					 end					
				end		
				4'b0001: begin  
					if(gidenBaudSaatDarbesi) 
					begin
						gidenVeriKaydedici<=gidenVeriTampon[0];
						gidenVeriTampon[7:0]<=gidenVeriTampon[7:1];
						gidenDurumu<=gidenDurumu+1;
					 end
				 end
				4'b0010: begin  
					if(gidenBaudSaatDarbesi) 
					begin
						gidenVeriKaydedici<=gidenVeriTampon[0];
						gidenVeriTampon[7:0]<=gidenVeriTampon[7:1];
						gidenDurumu<=gidenDurumu+1;
					 end
				 end
				 4'b0011: begin  
				 	if(gidenBaudSaatDarbesi) 
					begin
						gidenVeriKaydedici<=gidenVeriTampon[0];
						gidenVeriTampon[7:0]<=gidenVeriTampon[7:1];
						gidenDurumu<=gidenDurumu+1;
					 end
				 end
				4'b0100: begin  
					if(gidenBaudSaatDarbesi) 
					begin
						gidenVeriKaydedici<=gidenVeriTampon[0];
						gidenVeriTampon[7:0]<=gidenVeriTampon[7:1];
						gidenDurumu<=gidenDurumu+1;
					 end
				 end
				4'b0101: begin  
					if(gidenBaudSaatDarbesi) 
					begin
						gidenVeriKaydedici<=gidenVeriTampon[0];
						gidenVeriTampon[7:0]<=gidenVeriTampon[7:1];
						gidenDurumu<=gidenDurumu+1;
					 end
				 end
				4'b0110: begin  
					if(gidenBaudSaatDarbesi) 
					begin
						gidenVeriKaydedici<=gidenVeriTampon[0];
						gidenVeriTampon[7:0]<=gidenVeriTampon[7:1];
						gidenDurumu<=gidenDurumu+1;
					 end
				 end
				4'b0111: begin  
					if(gidenBaudSaatDarbesi) 
					begin
						gidenVeriKaydedici<=gidenVeriTampon[0];
						gidenVeriTampon[7:0]<=gidenVeriTampon[7:1];
						gidenDurumu<=gidenDurumu+1;
					 end
				 end
				4'b1000: begin  
					if(gidenBaudSaatDarbesi) 
					begin
						gidenVeriKaydedici<=gidenVeriTampon[0];
						gidenVeriTampon[7:0]<=gidenVeriTampon[7:1];
						gidenDurumu<=gidenDurumu+1;
					 end
				 end
				4'b1001: begin  
					if(gidenBaudSaatDarbesi) 
					begin
						gidenVeriKaydedici<=1;
						gidenVeriTampon<=8'h55;
						gidenDurumu<=gidenDurumu+1;
					 end
				 end
				4'b1111:begin 
					if(gidenBaudSaatDarbesi) 
					begin
						gidenDurumu<=gidenDurumu+1;
						gondermeDurumu<=gondermeDurumu+1;
						gidenBasla<=0;
						case(gondermeDurumu)
							4'b0000:
								gidenVeriTampon<=8'd77;		 
							4'b0001:
								gidenVeriTampon<=8'd101;	 
							4'b0010:
								gidenVeriTampon<=8'd114;	 
							4'b0011:
								gidenVeriTampon<=8'd104;	 
							4'b0100:
								gidenVeriTampon<=8'd97;		 
							4'b0101:
								gidenVeriTampon<=8'd98;		 
							4'b0110:
								gidenVeriTampon<=8'd97;		 
							4'b0111:
								gidenVeriTampon<=8'd32;	 
							4'b1000:
								gidenVeriTampon<=8'd68;		 
							4'b1001:
								gidenVeriTampon<=8'd117;	 
							4'b1010:
								gidenVeriTampon<=8'd110;	 
							4'b1011:
								gidenVeriTampon<=8'd121;	 
							4'b1100:
								gidenVeriTampon<=8'd97;		 
							4'b1101:
								gidenVeriTampon<=8'd10;		 
							4'b1110:
								gidenVeriTampon<=8'd13;		 
							default:
								gidenVeriTampon<=0;
						 endcase
					 end
				 end
				default: begin
					if(gidenBaudSaatDarbesi) 
					begin
						gidenDurumu<=gidenDurumu+1;
						gidenBasla<=1;
					 end
				 end
			 endcase
		 end
	 end
end
always@(posedge baudx8SaatDarbesi or negedge sifirlama)
begin
	if(!sifirlama) 
	begin
		gelenVeriKaydedici1<=0;
		gelenVeriKaydedici2<=0;
		gelenVeriTampon<=0;
		gelenDurumu<=0;
		gelenBasla<=0;
		gelenBaslaGecici<=0;
	 end
	else  begin
		 gelenVeriKaydedici1<=gelenVeri;
		 gelenVeriKaydedici2<=gelenVeriKaydedici1;
		 if(gelenDurumu==0) 
		 begin
			 if(gelenBaslaGecici==1) 
			 begin
		 		gelenBasla<=1;
		 		gelenBaslaGecici<=0;
				gelenDurumu<=gelenDurumu+1;
		  	  end
		 	 else if(!gelenVeriKaydedici1&&gelenVeriKaydedici2)
				gelenBaslaGecici<=1;
		   end
		 else if(gelenDurumu>=1&&gelenDurumu<=8) 
		 begin
		 	 if(gelenBaudSaatDarbesi) 
			 begin
			 	gelenVeriTampon[7]<=gelenVeriKaydedici2;
				gelenVeriTampon[6:0]<=gelenVeriTampon[7:1];
				gelenDurumu<=gelenDurumu+1;
			  end
		  end
		 else if(gelenDurumu==9) 
		 begin
		 	if(gelenBaudSaatDarbesi) 
			begin
		 		gelenDurumu<=0;
				gelenBasla<=0;
			 end
		  end
	  end
end
always@(gelenVeriTampon)
begin
      case (gelenVeriTampon)
		durum0:						 
		begin				 	
			display<=8'b1100_0000; 
		  	  etkin<=8'b1111_1110; 
		end
		durum1:						  
		begin	
			display<=8'b1111_1001; 
			  etkin<=8'b1111_1101; 
		end
		durum2:					 	 
		begin
			display<=8'b1010_0100; 
			  etkin<=8'b1111_1011; 
		end
		durum3:					 	 
		begin	
			display<=8'b1011_0000; 
			  etkin<=8'b1111_0111; 
		end
		durum4:						 
		begin	
			display<=8'b1001_1001; 
			  etkin<=8'b1110_1111; 
		end
		durum5:					 	 
		begin	
			display<=8'b1001_0010; 
			  etkin<=8'b1101_1111; 
		end
		durum6:					 	 
		begin
			display<=8'b1000_0010; 
			  etkin<=8'b1011_1111; 
		end
		durum7:					 	 
		begin	
			display<=8'b1111_1000; 
			  etkin<=8'b0111_1111; 
		end
		durum8:						 
		begin				 	
			display<=8'b1000_0000; 
		  	  etkin<=8'b0111_1111; 
		end
		durum9:						  
		begin	
			display<=8'b1001_0000; 
			  etkin<=8'b1011_1111; 
		end
		durumA:					 	 
		begin
			display<=8'b1000_1000; 
			  etkin<=8'b1101_1111; 
		end
		durumB:					 	 
		begin	
			display<=8'b1000_0011; 
			  etkin<=8'b1110_1111; 
		end
		durumC:						 
		begin	
			display<=8'b1100_0110; 
			  etkin<=8'b1111_0111; 
		end
		durumD:					 	 
		begin	
			display<=8'b1010_0001; 
			  etkin<=8'b1111_1011; 
		end
		durumE:					 	 
		begin
			display<=8'b1000_0110; 
			  etkin<=8'b1111_1101; 
		end
		durumF:					 	 
		begin	
			display<=8'b1000_1110; 
			  etkin<=8'b1111_1110; 
		end
		default:
			display=8'b1111_1111;	 
	 endcase
end	
endmodule  
$ cat ./run.sh
#!/bin/bash
# OpenROAD 26Q1-2900-gdf79404cd8, Yosys 0.63+post, stock flow scripts
make -C /OpenROAD-flow-scripts/flow DESIGN_CONFIG=/design/flow/config.mk WORK_HOME=/design/flow/orfs finish
$ cat ./config.mk
export PLATFORM = sky130hd
export DESIGN_NAME = seriHaberlesme
export DESIGN_NICKNAME = seriHaberlesme
export VERILOG_FILES = /design/flow/design.v
export SDC_FILE = /design/flow/constraint.sdc
export NUM_CORES = 4
export LEC_CHECK = 1
export CORE_UTILIZATION = 30
$ cat ./constraint.sdc
current_design seriHaberlesme

set clk_period 2.2
set clk_io_pct 0.2

create_clock -name clk0 -period $clk_period [get_ports {saatDarbesi}]

set non_clock_inputs [all_inputs -no_clocks]
set_input_delay [expr $clk_period * $clk_io_pct] -clock clk0 $non_clock_inputs
set_output_delay [expr $clk_period * $clk_io_pct] -clock clk0 [all_outputs]
==> results.txt <==
Synthesis and PnR results.

- Routability-driven placement finished with a final weighted congestion of around 0.86.
- The slowest cell on the critical path reads or3_1.
- The minimum clock period after layout is 1.964 ns.
- The element type at the critical path start is a flip-flop.
- The total net switching power is between 0.0003 and 0.0004 W.
- The depth of the most critical reg-to-reg path reads 4.
- The worst hold path depth is 1.
- The class of the most critical setup path is reg -> reg.
- The peak per-stage delay on the critical path is 0.55 ns.
- The routed layout reports a DRC error count of 0.
- The topmost layer with routed signal wires is met4.
- The number of warnings issued by yosys reads 1.
- Internal power comes to about 0.0012 W.
- The root cell of the clock tree reads clkbuf_16.
- The summed instance area of the synthesized netlist is approximately 4700 um2.
- In this run the layout overhead on the synthesized area is reported as 10.54%.
- Of the combinational cells, the family taking the most area is simple AND/OR/NAND/NOR gates.
- The placeable core area is 15200 um2.
- The global-route congestion overflow total reads 0.
- In the final layout, the fill cell count is 1544.
- The clock arrives with between 0.004 and 0.005 ns of skew.
- The clock tree from TritonCTS is done.
- Detailed routing placed a total of between 200 and 250 um of wire on met3.
- After Yosys synthesis, AND-OR and OR-AND compound gates account for 14.35% of the synthesized area.
- The path category of the worst min-delay check reads reg -> reg.
- The synthesis-stage register bit count is 88.
- The number of warnings reported in the stage logs is 36.
- The total number of vias is around 3700.
- The number of enable flip-flop cells is 0.
- The via count of the first global-routing pass is about 3300.
- The final sum of negative setup slack is 0 ns.
- The placement-stage worst setup slack reads around 0.27 ns.
- The overall power is ~0.0016 W.
- The global routing usage summed across all routing layers is 11.24%.
- Counting flops with an async set or reset pin after synthesis yields a share of between 40% and 50%.
- Clock latency on the worst-skew pair, taken at its later pin, is between 0.2 and 0.3 ns.
- The CTS buffer count is 5.
- Per the synthesis report, the adder-cell share of the synthesized area is between 5 and 6%.
- The via count normalized by instance count is 5.166.
- The most common cell after layout, fill and taps aside is nor2_1.
- The max capacitance violation total reads 0.
- The cts-stage hold buffer count reads 0.
- The count of final setup violators reads 0.
- No sink is reached through more buffers than the 2 on the longest clock path.
- The mux cell area share after synthesis is 6.724%.
- The synthesized chip area reported by yosys is 4689 um2.
- The iteration tally of the first detailed-router pass reads 4.
- The dominant synthesized flop cell is dfrtp_1.
- The routed wire length reads roughly 8.6 mm.
- The worst setup path is captured at a flip-flop.
- Synthesis produced approximately 520 cells.
- The smallest setup slack after layout is 0.2359 ns.
- The quantity of gates resized following cts is 0.
- In this build the clock could be raised as far as 0.5092 GHz.
- The leakage dissipation reads 2.027 nW.
- The initial antenna violation count reads 0.
- The fraction of final layout cells sized beyond drive strength 1 reads 8.621%.
- Max fanout on the critical path was recorded as 11.
- Net switching is between 20 and 25% of the power.
- The area fraction in and, or, nand and nor cells is between 20% and 30%.
- The worst path arrival time reads around 2.2 ns.
- The number of rows in the core area is between 40 and 50.
- The share of total power in the clock network reads a little under half.
- The detailed router finished its first iteration with 148 violations.
- The relative contribution of sequential cells to total power reads between 40% and 50%.
- The wire length of the first global-routing pass is around 15 mm.
- The area enclosed by the die boundary reads 16140 um2.
- The largest area contributor in the synthesized netlist reads dfrtp_1.
- The power share of the combinational group is under 10%.
- CTS built an H-tree with a depth of 2.
- The number of top-level pins reads 22.
- The floorplan core density reads 30.85%.
- In this run the tightest slew margin relative to its limit is between 40% and 50%.
- Listed in order, past its start point the critical path passes nand4_2, or3_1, or4_1, a21oi_1.
- The average wire per cell in the routed design reads 12.08 um.
- In this run the biggest area consumer among cell types represents 21.34% of the synthesized area.
- The maximum vdd ir drop reads ~440 uV.
- Summed over all nets, wire length on met2 after detailed routing comes to 3.915 mm.
- The library cells used most frequently in the layout, excluding fill and tap cells, are nor2_1, dfrtp_1, dfxtp_1.
- The post-synthesis cell count from yosys reads a little over 500.
- Per the post-route antenna check, the number of violating nets is 0.
- The timer found approximately 49 register pins that no clock reaches; their paths are not timed.
- The synthesized-area fraction occupied by xor and xnor cells is 5.977%.
- The areal power density over the cells reads about 300 nW/um2.
- The post-route met1 wirelength reads about 4.3 mm.
- The number of unconstrained endpoints is ~65.
- The number of different library cells in the post-synthesis netlist is between 60 and 70.
- The final count of pins violating max slew is 0.
- The post-route fraction of the period consumed by the critical path reads between 80% and 90%.
- The overall die height is 127.0 um.
- The required time at the worst-slack endpoint reads 2.41 ns.
- The number of inserted diodes reads 0.
- The tally of buffers added on design ports is 19.
- Counting endpoints that fail hold in the final report gives 0.
- The overall die width is approximately 130 um.
- After synthesis, the cell types taking the most area are dfrtp_1, dfxtp_1, ha_1.
- The clock edge transition at the registers on the reported setup and hold paths reads 0.05 ns.
- Each instance of the synthesized netlist takes up on average between 9 and 10 um2.
- After legalization and detailed placement, the total HPWL measured just over 6 mm.
- Setup repair after global routing left no endpoint under its margin.
- The run finished with clean final reports.
- The pin count of the biggest net entering global routing is about 43.
- The slew at the pin closest to its max-slew limit is approximately 0.76 ns.
- In this run the post-CTS setup repair buffer count came out at 0.
## critical path, delay by kind of cell, from the launching register on
family	cells	cell delay (ns)
flops	1	0.42
simple gates	3	1.33
compound gates	1	0.15
## cell families (layout without fill, tap and decap cells)
logic type | Yosys count | in the layout
simple gates | 191 | 191
compound gates | 101 | 101
flops | 80 | 80
buf+inv | 53 | 59
xor+xnor | 32 | 32
mux | 29 | 29
fa+ha+maj | 20 | 20
latches | 8 | 8
other cells | 2 | 2
## layer usage
layer | vias to the layer above | GRT usage, %
met4 | 0 | 1.190
met1 | 1737 | 17.16
li1 | 1860 | -
met5 | - | 0
met3 | 6 | 0.8532
met2 | 65 | 18.46
## cell usage after synthesis (6+ instances only)
master	count
nor2_1	56
dfrtp_1	40
dfxtp_1	39
nand2_1	36
inv_1	24
o21ai_0	24
a21oi_1	23
clkbuf_1	20
ha_1	20
mux2_2	20
nand4_1	17
xor2_1	17
xnor2_1	15
nand3_1	11
nor3_1	11
nor4_1	10
mux2i_1	9
dlxtn_1	8
o211ai_1	7
a31oi_1	6
and3_1	6
## state kept, by name, summed over array words and instances, names as in the netlist, 3 cells and up
name                 flops
etkin                    8
beklemeSayaci           20
gelenVeriTampon          8
bol8gideniKaydedici      3
bol8gelenKaydedici       3
bolmeKaydedici          16
gidenDurumu              4
gidenVeriTampon          7
gelenDurumu              4
gondermeDurumu           5
## per-stage QoR
stage          util (%)  instance area, um2  hold WS (ns)  instances
2_1_floorplan         -                4690        0.4377        516
3_3_place_gp      33.15                5040        0.4502        703
3_5_place_dp      33.15                5040        0.4659        703
4_1_cts           34.10                5184        0.4769        710
5_1_grt           34.10                5184        0.5014        710
6_report          34.10                5184        0.4728        710
## final timing paths
| kind | start | endpoint | slack, ns |
|---|---|---|---|
| min reg2reg | bolmeKaydedici[0] | bolmeKaydedici[0] | 0.47 |
| max | beklemeSayaci[4] | beklemeSayaci[15] | 0.24 |
| max reg2reg | beklemeSayaci[4] | beklemeSayaci[15] | 0.24 |
| min | bolmeKaydedici[0] | bolmeKaydedici[0] | 0.47 |
## power groups by stage
stage,clock network (W),registers (W),logic [W]
5_1_grt,0.000760,0.000731,0.000125
4_1_cts,0.000728,0.000730,0.000112
6_report,0.000709,0.000731,0.000111
## area by class of cell
| class | instances | area (um2) | area share, % |
|---|---|---|---|
| Clock inverter | 1 | 5.005 | 0.09655 |
| Timing Repair Buffer | 27 | 245.2 | 4.731 |
| Sequential cell | 88 | 1928 | 37.20 |
| Clock buffer | 6 | 138.9 | 2.679 |
| Inverter | 25 | 93.84 | 1.810 |
| Multi-Input combinational cell | 375 | 2537 | 48.95 |
| Tap cell | 188 | 235.2 | 4.538 |
Power and IR drop assume default switching activity.
